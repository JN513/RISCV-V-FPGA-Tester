===== flow/config.mk =====
export PLATFORM = sky130hd
export DESIGN_NAME = Controller_Test
export DESIGN_NICKNAME = Controller_Test
export VERILOG_FILES = /design/flow/design.v
export SDC_FILE = /design/flow/constraint.sdc
export NUM_CORES = 4
export LEC_CHECK = 1
export CORE_UTILIZATION = 40

===== flow/constraint.sdc =====
current_design Controller_Test

set clk_period 8.1
set clk_io_pct 0.2

create_clock -name clk0 -period $clk_period [get_ports {clk}]

set non_clock_inputs [all_inputs -no_clocks]
set_input_delay [expr $clk_period * $clk_io_pct] -clock clk0 $non_clock_inputs
set_output_delay [expr $clk_period * $clk_io_pct] -clock clk0 [all_outputs]

===== flow/design.v =====
module Controller_Test #(
    parameter CLOCK_FEQ = 25000000,
    parameter NUM_PAGES = 17,
    parameter MEMORY_FILE = ""
) (
    input wire clk,
    input wire reset,
    input wire uart_full,
    input wire finish_execution,
    output reg option_memory,
    output reg enable_clk,
    output reg reset_core,
    output reg reset_bus,
    output reg uart_write,
    output reg memory_read,
    output reg [7:0] memory_page_number,
    output reg [7:0] uart_data,
    output wire [31:0] address,
    input wire [31:0] read_data
);
localparam TIMEOUT_CLK_CYCLES = 'd360;
localparam DELAY_CYCLES = 'd30;
localparam RESET_CLK_CYCLES = 'd20;
localparam INIT = 4'b0000;
localparam START_CORE = 4'b0001;
localparam RESET_CORE = 4'b0010;
localparam RUN = 4'b0011;
localparam STOP_CORE = 4'b0100;
localparam READ_MEMORY = 4'b0101;
localparam READ_MEMORY_WB = 4'b0110;
localparam CHECK = 4'b0111;
localparam SEND_RESULT = 4'b1000;
localparam DELAY = 4'b1001;
localparam SEND_PAGE_NUMBER = 4'b1010;
localparam UPDATE_PAGE = 4'b1011;
localparam STOP = 4'b1100;
reg result, timeout_n;
reg [3:0] state;
reg [31:0] counter, memory_data;
reg [31:0] reference_memory [NUM_PAGES - 1 : 0];
assign address = 32'd60;
initial begin
    result = 1'b0;
    state = 'd0;
    memory_page_number = 'd0;
    counter = 32'd0;
    uart_write = 1'b0;
    timeout_n = 1'b1;
    if(MEMORY_FILE != "") begin
        $readmemh(MEMORY_FILE, reference_memory, 0, NUM_PAGES - 1);
    end
end
always @(posedge clk ) begin
    uart_write <= 1'b0;
    if (reset == 1'b1) begin
        timeout_n <= 1'b0;
        state <= 'd0;
        result <= 1'b0;
        memory_page_number <= 'd0;
        counter <= 'd0;
        enable_clk <= 1'b0;
        uart_write = 1'b0;
    end else begin
        case (state)
            INIT: begin
                memory_page_number <= 'd0;
                state <= START_CORE;
            end
            START_CORE: begin
                timeout_n <= 1'b1;
                counter <= 'd0;
                option_memory <= 1'b1;
                enable_clk <= 1'b1;
                state <= RESET_CORE;
            end
            RESET_CORE: begin
                if(counter == 'd20) begin
                    state <= RUN;
                    reset_bus <= 1'b0;
                    reset_core <= 1'b0;
                    counter <= 'd0;
                end else begin
                    reset_bus <= 1'b1;
                    reset_core <= 1'b1;
                    counter <= counter + 1'b1;
                end
            end
            RUN: begin
                if(finish_execution == 1'b1) begin
                    state <= STOP_CORE;
                    counter <= 32'd0;
                end else if(counter == TIMEOUT_CLK_CYCLES) begin
                    timeout_n <= 1'b0;
                    state <= STOP_CORE;
                    counter <= 32'd0;
                end else begin
                    counter <= counter + 1;
                end
            end
            STOP_CORE: begin
                option_memory <= 1'b0;
                enable_clk <= 1'b0;
                state <= READ_MEMORY;
            end
            READ_MEMORY: begin
                memory_read <= 1'b1;
                state <= READ_MEMORY_WB;
            end
            READ_MEMORY_WB: begin
                memory_data <= read_data;
                state <= CHECK;
                memory_read <= 1'b0;
            end
            CHECK: begin
                state <= SEND_RESULT;
                result <= (memory_data == reference_memory[memory_page_number]) ? 1'b1 : 1'b0;
            end
            SEND_RESULT: begin
                if(uart_full == 1'b0) begin
                    uart_data <= {1'b0, (result & timeout_n), result, timeout_n, 4'h0};
                    uart_write <= 1'b1;
                    state <= DELAY; 
                end else begin
                   state <= SEND_RESULT; 
                end
            end
            DELAY: begin
                uart_write <= 1'b0;
                if(counter == DELAY_CYCLES) begin
                    state <= SEND_PAGE_NUMBER;
                end else begin
                    counter <= counter + 1'b1;
                end
            end
            SEND_PAGE_NUMBER: begin
                if(uart_full == 1'b0) begin
                    uart_data <= memory_page_number;
                    uart_write <= 1'b1;
                    state <= UPDATE_PAGE; 
                end else begin
                   state <= SEND_PAGE_NUMBER; 
                end
            end
            UPDATE_PAGE: begin
                uart_write <= 1'b0;
                memory_page_number <= memory_page_number + 1'b1;
                if(memory_page_number == NUM_PAGES) begin
                    state <= STOP;
                end else begin
                    state <= START_CORE;
                end
            end
            STOP: begin
                uart_write <= 1'b0;
                state <= STOP;
            end
            default: begin
                state <= INIT;
            end
        endcase
    end
end
endmodule

===== flow/run.sh =====
#!/bin/bash
# OpenROAD 26Q1-2900-gdf79404cd8, Yosys 0.63+post, stock flow scripts
make -C /OpenROAD-flow-scripts/flow DESIGN_CONFIG=/design/flow/config.mk WORK_HOME=/design/flow/orfs finish

==> ds_physical_params.txt <==
Summary of implementation characteristics

Parameter                              Value

STA
  Setup TNS    0 ns
  Maximum operating frequency    about 290 MHz
  Number of max-slew violations in the final report    0
  Worst max-slew margin expressed relative to the limit    0.458
  Time the worst path needs with I/O delays and setup    ~3.5 ns
  Slew at the pin with the worst max-slew slack    0.813 ns
  Hold violation count in the final report    0
  Share of the clock period used by the worst path    0.429
  Final setup viols    0
  Setup repair after global routing missed its margin    no
  Clock tree skew after final layout    0.00906 ns

Synthesis
  Leading cell types by total area after synthesis    sky130_fd_sc_hd__dfxtp_1, sky130_fd_sc_hd__edfxtp_1, sky130_fd_sc_hd__buf_4
  Synth cell count leaders    sky130_fd_sc_hd__dfxtp_1, sky130_fd_sc_hd__nor2_1, sky130_fd_sc_hd__buf_4
  Post-synth top flop    sky130_fd_sc_hd__dfxtp_1
  Cell count after synthesis    397
  Synthesized registers    59
  Combined area of all synthesized cells    3340 um2
  Yosys chip area    3340 um2
  Post-synth EDFFs    11
  Count leader, synth    sky130_fd_sc_hd__dfxtp_1
  Share of synthesized area occupied by flip-flops and latches    0.387
  Library cell with the largest summed area after synthesis    sky130_fd_sc_hd__dfxtp_1
  Synth warnings    1
  Cell total in the yosys stat output    397
  Portion of synthesized cell area occupied by the leading cell type    0.288
  Count of unique library cells instantiated by Yosys    54
  Average cell area after synthesis    8.41 um2
  Post-synth ARST share    0

Drt
  Remaining antenna violation count    0
  Number of remaining DRC errors    0
  Count of routing violations after the opening detailed-route iteration    115
  Vias/cell    5.28
  # diodes    0
  Vias post-DR    around 2,800
  First-pass DRT Iterations    4
  Average routed wire per standard cell    13.3 um
  Drt total wl    6970 um

Setup path
  Worst reg2reg setup slack    5.29 ns
  End point of the critical path    counter[9]
  CP max FO    15
  Number of cells on the worst reg-to-reg path    5
  Data arrival at the endpoint of the critical path    3.74 ns
  Crit path required time    around 8.4 ns
  Cell Chain, Critical Path    clkdlybuf4s50_1, or3_1, o21a_1, o211ai_2, o21bai_2, buf_4, a31oi_1
  Critical path launch point    finish_execution
  Crit. End Element    flop
  Highest-delay cell along the critical path    sky130_fd_sc_hd__clkdlybuf4s50_1
  Classification of the worst setup path    in2reg
  Critical path launch point type    primary input
  Crit Reg-Reg Endpoint    counter[15]
  Largest stage delay, worst path    approximately 0.44 ns
  Reg-to-Reg Start    state[1]

Final layout
  Layout cell share with drive strength beyond 1    0.0784
  Number of fill cells in the layout    approximately 730
  Final design instance area without fill    3740 um2
  Area Overhead vs Synth    12.0%

Floorplanning
  Init Core Util    0.423
  Cell row count    32
  Std-Cell Core Area    roughly 7900 um2
  Die extent in x    93.3 um
  Die boundary height    93.3 um
  Chip Footprint    8710 um2
  Number of ports placed on the die boundary    90

Pwr
  Total power divided by cell area    180 nW/um2
  Leakage power total    between 0.001 and 0.0015 uW
  Peak supply drop    86.3 uV

Clock tree
  Num CTS Buffers    9
  Clock sink count    59
  Maximum level of the CTS H-tree    3
  Number of buffers on the longest clock path    2
  Post-CTS Hold Buffers    0
  TritonCTS clock tree    yes
  Clock insertion delay at the later pin of the skew report    0.34 ns
  CTS resizes    0
  Clock root cell    sky130_fd_sc_hd__clkbuf_8
  Post-CTS setup buffer count    0
  Clk pin slew, worst setup/hold paths    around 0.070 ns

Placement
  Placed wire-length estimate    4680 um
  Routability Congestion    0.913
  I/O Buffers    25
  Post-place instance area    3540 um2

Global routing
  Total track usage    0.171
  Overall overflow remaining after global route    0
  Number of antenna violations at the first check in global routing    0
  Wire length of the first global-routing pass    ~12,000 um
  Largest net degree at the start of global routing    30
  Vias in the first global route    ~2,400

Hold path
  Worst min-delay path category    reg2reg

Run
  OpenROAD warnings    about 60
  Max-cap violations    0

Run status
  Run status    complete, no violations
==> worst max-delay path: cells and delay by family <==
family / cells / cell delay (ns)
compound gates: 4 / 0.97
buf+inv: 2 / 0.75
simple gates: 1 / 0.40
==> cell usage in the layout, fill, tap and decap left out, drive strengths merged, types with 3 or more instances in the layout <==
cell,netlist,final
a21oi,25,25
o211ai,3,3
inv,9,10
or3,12,12
nand2,31,31
o21ai,14,14
or2,3,3
nor4,10,10
dfxtp,48,48
clkbuf,13,9
nor2,42,42
conb,2,32
nand4,13,13
and2,5,5
xnor2,22,22
edfxtp,11,11
buf,38,4
nor3,10,10
ha,5,5
clkinv,0,4
a211oi,20,20
clkdlybuf4s50,0,25
nand3b,3,3
mux2,3,3
nand3,20,20
and3,6,6
nand4b,3,3
==> logic make-up after synthesis <==
logic type | count (synthesis) | synth area share
AND-OR/OR-AND | 76 | 0.150
XOR/XNOR | 22 | 0.0577
adder cells (fa/ha/maj) | 5 | 0.0187
buffers and inverters | 60 | 0.106
flip-flops | 59 | 0.387
multiplexers | 3 | 0.0101
other | 2 | 0.00225
AND/OR/NAND/NOR | 170 | 0.268
==> worst min-delay path by stage <==
stage / start / endpoint / slack [ns] / cells past startpoint
5_1_grt: enable_clk / enable_clk / 0.51 / 2
6_report: enable_clk / enable_clk / 0.46 / 2
4_1_cts: enable_clk / enable_clk / 0.47 / 2
==> power breakdown <==
group | internal (uW) | total [uW] | switching (uW)
clock network | 144 | 270 | 126
logic | 25.8 | 88.6 | 62.9
registers | 304 | 316 | 12.2
total | 473 | 674 | 201
==> final cells by class <==
class                      count  area (um2)  share of cell area
multi-input combinational    308        1800               0.483
sequential                    59        1290               0.345
timing repair buffer          29         280              0.0750
tap                          102         128              0.0341
clock buffer                   9         124              0.0331
clock inverter                 7        77.6              0.0207
inverter                       9        33.8             0.00904
==> flip-flops by register name, summed over array words and instances, names as in the netlist <==
signal              flops
counter                32
memory_page_number      8
uart_data               8
state                   4
enable_clk              1
memory_read             1
option_memory           1
reset_bus               1
result                  1
timeout_n               1
uart_write              1
==> stage by stage <==
stage	worst slack (ns)	total power [uW]	instances	utilization	hold WS, ns
final	4.62	674	523	0.474	0.464
after global routing	4.50	713	523	0.474	0.510
after CTS	4.65	683	523	0.474	0.466
after detailed placement	4.31	410	507	0.448	0.455
after global placement	4.30	410	507	0.448	0.453
after floorplan	4.84	396	427	-	0.422
==> metal layers <==
metal / vias up / global-route usage / wire length [um]
met1: 1252 / 0.261 / 3410
met4: 0 / 0.0269 / 57
li1: 1422 / - / -
met5: - / 0 / 0
met2: 81 / 0.264 / 3190
met3: 4 / 0.0289 / 315
Power and IR drop assume default switching activity.
