==> flow/design.v <==
module FIFO #(
    parameter DEPTH = 8,
    parameter WIDTH = 8
) (
    input wire clk,
    input wire reset,
    input wire write,
    input wire read,
    input wire [WIDTH-1:0] write_data,
    output wire full,
    output wire empty,
    output wire [WIDTH-1:0] read_data
);
reg [WIDTH-1:0] memory[DEPTH-1:0];
reg [5:0] read_ptr;
reg [5:0] write_ptr;
assign empty = (write_ptr == read_ptr) ? 1'b1 : 1'b0;
assign full = (write_ptr == read_ptr + 1'b1 || 
    (write_ptr == 6'd0 && read_ptr == (DEPTH - 1'b1))) ? 1'b1 : 1'b0;
assign read_data = memory[read_ptr];
always @(posedge clk) begin
    if(reset == 1'b1) begin
        read_ptr <= 6'd0;
        write_ptr <= 6'd0;
    end else begin
        if (write && full == 1'b0) begin
            memory[write_ptr] <= write_data;
            write_ptr <= (write_ptr == DEPTH-1) ? 6'd0 : write_ptr + 1'b1;
        end
        if (read && empty == 1'b0) begin
            read_ptr <= (read_ptr == DEPTH-1) ? 'd0 : read_ptr + 1'b1;
        end
    end
end
endmodule
module UART #(
    parameter CLOCK_FREQ = 25000000,
    parameter BIT_RATE =   115200,
    parameter PAYLOAD_BITS = 8,
    parameter BUFFER_SIZE = 16
) (
    input wire clk,
    input wire reset,
    input wire rx,
    output wire tx,
    input wire read,
    input wire write,
    output wire tx_fifo_empty,
    output wire tx_fifo_full,
    output wire rx_fifo_full,
    output wire rx_fifo_empty,
    input wire [7:0] write_data,
    output reg [7:0] read_data
);
wire [PAYLOAD_BITS-1:0]  uart_rx_data, tx_fifo_read_data, rx_fifo_read_data ;
wire uart_rx_valid, uart_rx_break, uart_tx_busy;
reg uart_tx_en, tx_fifo_read, tx_fifo_write, rx_fifo_read, 
    rx_fifo_write, buffer_full;
reg [PAYLOAD_BITS-1:0] uart_tx_data, tx_fifo_write_data, 
    rx_fifo_write_data;
initial begin
    buffer_full = 1'b0;
    uart_tx_en = 1'b0;
    tx_fifo_read = 1'b0;
    tx_fifo_write = 1'b0;
    rx_fifo_read = 1'b0;
    rx_fifo_write = 1'b0;
    uart_tx_data = 8'h00;
    tx_fifo_write_data = 8'h00;
end
always @(posedge clk ) begin
    uart_tx_en <= 1'b0;
    tx_fifo_read <= 1'b0;
    tx_fifo_write <= 1'b0;
    rx_fifo_read <= 1'b0;
    rx_fifo_write <= 1'b0;
    if(reset == 1'b1) begin
        buffer_full <= 1'b0;
        uart_tx_data <= 8'h00;
        tx_fifo_write_data <= 8'h00;
        rx_fifo_write_data <= 8'h00;
    end else begin
        if(write == 1'b1 && tx_fifo_full == 1'b0) begin
            tx_fifo_write_data <= write_data;
            tx_fifo_write <= 1'b1;
        end
        if(uart_tx_busy == 1'b0 && tx_fifo_empty == 1'b0) begin
            uart_tx_en <= 1'b1;
            uart_tx_data <= tx_fifo_read_data;
            tx_fifo_read <= 1'b1;
        end
        if(rx_fifo_full == 1'b0 && uart_rx_valid == 1'b1) begin
            rx_fifo_write_data <= uart_rx_data;
            rx_fifo_write <= 1'b1;
        end
        if(read == 1'b1 && rx_fifo_empty == 1'b0) begin
            rx_fifo_read <= 1'b1;
            read_data <= rx_fifo_read;
        end
    end
end
FIFO #(
    .DEPTH(BUFFER_SIZE),
    .WIDTH(PAYLOAD_BITS)
) TX_FIFO (
    .clk(clk),
    .reset(reset),
    .write(tx_fifo_write),
    .read(tx_fifo_read),
    .write_data(tx_fifo_write_data),
    .full(tx_fifo_full),
    .empty(tx_fifo_empty),
    .read_data(tx_fifo_read_data)
);
FIFO #(
    .DEPTH(BUFFER_SIZE),
    .WIDTH(PAYLOAD_BITS)
) RX_FIFO (
    .clk(clk),
    .reset(reset),
    .write(rx_fifo_write),
    .read(rx_fifo_read),
    .write_data(rx_fifo_write_data),
    .full(rx_fifo_full),
    .empty(rx_fifo_empty),
    .read_data(rx_fifo_read_data)
);
uart_tool_rx #(
    .BIT_RATE(BIT_RATE),
    .PAYLOAD_BITS(PAYLOAD_BITS),
    .CLK_HZ  (CLOCK_FREQ  )
) i_uart_rx(
    .clk          (clk          ),  
    .resetn       (~reset           ),  
    .uart_rxd     (rx    ),  
    .uart_rx_en   (1'b1         ),  
    .uart_rx_break(uart_rx_break),  
    .uart_rx_valid(uart_rx_valid),  
    .uart_rx_data (uart_rx_data )   
);
uart_tool_tx #(
    .BIT_RATE(BIT_RATE),
    .PAYLOAD_BITS(PAYLOAD_BITS),
    .CLK_HZ  (CLOCK_FREQ  )
) i_uart_tx(
    .clk          (clk          ),
    .resetn       (~reset             ),
    .uart_txd     (tx    ),  
    .uart_tx_en   (uart_tx_en   ),
    .uart_tx_busy (uart_tx_busy ),
    .uart_tx_data (uart_tx_data ) 
);
endmodule
module uart_tool_rx(
    input  wire       clk          ,  
    input  wire       resetn       ,  
    input  wire       uart_rxd     ,  
    input  wire       uart_rx_en   ,  
    output wire       uart_rx_break,  
    output wire       uart_rx_valid,  
    output reg  [PAYLOAD_BITS-1:0] uart_rx_data    
);
parameter   BIT_RATE        = 9600;  
localparam  BIT_P           = 1_000_000_000 * 1/BIT_RATE;  
parameter   CLK_HZ          =    50_000_000;
localparam  CLK_P           = 1_000_000_000 * 1/CLK_HZ;  
parameter   PAYLOAD_BITS    = 8;
parameter   STOP_BITS       = 1;
localparam       CYCLES_PER_BIT     = BIT_P / CLK_P;
localparam       COUNT_REG_LEN      = 1+$clog2(CYCLES_PER_BIT);
reg rxd_reg;
reg rxd_reg_0;
reg [PAYLOAD_BITS-1:0] recieved_data;
reg [COUNT_REG_LEN-1:0] cycle_counter;
reg [3:0] bit_counter;
reg bit_sample;
reg [2:0] fsm_state;
reg [2:0] n_fsm_state;
localparam FSM_IDLE = 0;
localparam FSM_START= 1;
localparam FSM_RECV = 2;
localparam FSM_STOP = 3;
assign uart_rx_break = uart_rx_valid && ~|recieved_data;
assign uart_rx_valid = fsm_state == FSM_STOP && n_fsm_state == FSM_IDLE;
always @(posedge clk) begin
    if(!resetn) begin
        uart_rx_data  <= {PAYLOAD_BITS{1'b0}};
    end else if (fsm_state == FSM_STOP) begin
        uart_rx_data  <= recieved_data;
    end
end
wire next_bit     = cycle_counter == CYCLES_PER_BIT ||
                        fsm_state       == FSM_STOP && 
                        cycle_counter   == CYCLES_PER_BIT/2;
wire payload_done = bit_counter   == PAYLOAD_BITS  ;
always @(*) begin : p_n_fsm_state
    case(fsm_state)
        FSM_IDLE : n_fsm_state = rxd_reg      ? FSM_IDLE : FSM_START;
        FSM_START: n_fsm_state = next_bit     ? FSM_RECV : FSM_START;
        FSM_RECV : n_fsm_state = payload_done ? FSM_STOP : FSM_RECV ;
        FSM_STOP : n_fsm_state = next_bit     ? FSM_IDLE : FSM_STOP ;
        default  : n_fsm_state = FSM_IDLE;
    endcase
end
integer i = 0;
always @(posedge clk) begin : p_recieved_data
    if(!resetn) begin
        recieved_data <= {PAYLOAD_BITS{1'b0}};
    end else if(fsm_state == FSM_IDLE             ) begin
        recieved_data <= {PAYLOAD_BITS{1'b0}};
    end else if(fsm_state == FSM_RECV && next_bit ) begin
        recieved_data[PAYLOAD_BITS-1] <= bit_sample;
        for ( i = PAYLOAD_BITS-2; i >= 0; i = i - 1) begin
            recieved_data[i] <= recieved_data[i+1];
        end
    end
end
always @(posedge clk) begin : p_bit_counter
    if(!resetn) begin
        bit_counter <= 4'b0;
    end else if(fsm_state != FSM_RECV) begin
        bit_counter <= {COUNT_REG_LEN{1'b0}};
    end else if(fsm_state == FSM_RECV && next_bit) begin
        bit_counter <= bit_counter + 1'b1;
    end
end
always @(posedge clk) begin : p_bit_sample
    if(!resetn) begin
        bit_sample <= 1'b0;
    end else if (cycle_counter == CYCLES_PER_BIT/2) begin
        bit_sample <= rxd_reg;
    end
end
always @(posedge clk) begin : p_cycle_counter
    if(!resetn) begin
        cycle_counter <= {COUNT_REG_LEN{1'b0}};
    end else if(next_bit) begin
        cycle_counter <= {COUNT_REG_LEN{1'b0}};
    end else if(fsm_state == FSM_START || 
                fsm_state == FSM_RECV  || 
                fsm_state == FSM_STOP   ) begin
        cycle_counter <= cycle_counter + 1'b1;
    end
end
always @(posedge clk) begin : p_fsm_state
    if(!resetn) begin
        fsm_state <= FSM_IDLE;
    end else begin
        fsm_state <= n_fsm_state;
    end
end
always @(posedge clk) begin : p_rxd_reg
    if(!resetn) begin
        rxd_reg     <= 1'b1;
        rxd_reg_0   <= 1'b1;
    end else if(uart_rx_en) begin
        rxd_reg     <= rxd_reg_0;
        rxd_reg_0   <= uart_rxd;
    end
end
endmodule
module uart_tool_tx(
    input  wire         clk         ,  
    input  wire         resetn      ,  
    output wire         uart_txd    ,  
    output wire         uart_tx_busy,  
    input  wire         uart_tx_en  ,  
    input  wire [PAYLOAD_BITS-1:0]   uart_tx_data   
);
parameter   BIT_RATE        = 9600;  
localparam  BIT_P           = 1_000_000_000 * 1/BIT_RATE;  
parameter   CLK_HZ          =    50_000_000;
localparam  CLK_P           = 1_000_000_000 * 1/CLK_HZ;  
parameter   PAYLOAD_BITS    = 8;
parameter   STOP_BITS       = 1;
localparam       CYCLES_PER_BIT     = BIT_P / CLK_P;
localparam       COUNT_REG_LEN      = 1+$clog2(CYCLES_PER_BIT);
reg txd_reg;
reg [PAYLOAD_BITS-1:0] data_to_send;
reg [COUNT_REG_LEN-1:0] cycle_counter;
reg [3:0] bit_counter;
reg [2:0] fsm_state;
reg [2:0] n_fsm_state;
localparam FSM_IDLE = 0;
localparam FSM_START= 1;
localparam FSM_SEND = 2;
localparam FSM_STOP = 3;
assign uart_tx_busy = fsm_state != FSM_IDLE;
assign uart_txd     = txd_reg;
wire next_bit     = cycle_counter == CYCLES_PER_BIT;
wire payload_done = bit_counter   == PAYLOAD_BITS  ;
wire stop_done    = bit_counter   == STOP_BITS && fsm_state == FSM_STOP;
always @(*) begin : p_n_fsm_state
    case(fsm_state)
        FSM_IDLE : n_fsm_state = uart_tx_en   ? FSM_START: FSM_IDLE ;
        FSM_START: n_fsm_state = next_bit     ? FSM_SEND : FSM_START;
        FSM_SEND : n_fsm_state = payload_done ? FSM_STOP : FSM_SEND ;
        FSM_STOP : n_fsm_state = stop_done    ? FSM_IDLE : FSM_STOP ;
        default  : n_fsm_state = FSM_IDLE;
    endcase
end
integer i = 0;
always @(posedge clk) begin : p_data_to_send
    if(!resetn) begin
        data_to_send <= {PAYLOAD_BITS{1'b0}};
    end else if(fsm_state == FSM_IDLE && uart_tx_en) begin
        data_to_send <= uart_tx_data;
    end else if(fsm_state       == FSM_SEND       && next_bit ) begin
        for ( i = PAYLOAD_BITS-2; i >= 0; i = i - 1) begin
            data_to_send[i] <= data_to_send[i+1];
        end
    end
end
always @(posedge clk) begin : p_bit_counter
    if(!resetn) begin
        bit_counter <= 4'b0;
    end else if(fsm_state != FSM_SEND && fsm_state != FSM_STOP) begin
        bit_counter <= {COUNT_REG_LEN{1'b0}};
    end else if(fsm_state == FSM_SEND && n_fsm_state == FSM_STOP) begin
        bit_counter <= {COUNT_REG_LEN{1'b0}};
    end else if(fsm_state == FSM_STOP&& next_bit) begin
        bit_counter <= bit_counter + 1'b1;
    end else if(fsm_state == FSM_SEND && next_bit) begin
        bit_counter <= bit_counter + 1'b1;
    end
end
always @(posedge clk) begin : p_cycle_counter
    if(!resetn) begin
        cycle_counter <= {COUNT_REG_LEN{1'b0}};
    end else if(next_bit) begin
        cycle_counter <= {COUNT_REG_LEN{1'b0}};
    end else if(fsm_state == FSM_START || 
                fsm_state == FSM_SEND  || 
                fsm_state == FSM_STOP   ) begin
        cycle_counter <= cycle_counter + 1'b1;
    end
end
always @(posedge clk) begin : p_fsm_state
    if(!resetn) begin
        fsm_state <= FSM_IDLE;
    end else begin
        fsm_state <= n_fsm_state;
    end
end
always @(posedge clk) begin : p_txd_reg
    if(!resetn) begin
        txd_reg <= 1'b1;
    end else if(fsm_state == FSM_IDLE) begin
        txd_reg <= 1'b1;
    end else if(fsm_state == FSM_START) begin
        txd_reg <= 1'b0;
    end else if(fsm_state == FSM_SEND) begin
        txd_reg <= data_to_send[0];
    end else if(fsm_state == FSM_STOP) begin
        txd_reg <= 1'b1;
    end
end
endmodule
==> flow/run.sh <==
#!/bin/bash
# OpenROAD 26Q1-2900-gdf79404cd8, Yosys 0.63+post, stock flow scripts
make -C /OpenROAD-flow-scripts/flow DESIGN_CONFIG=/design/flow/config.mk WORK_HOME=/design/flow/orfs finish
==> flow/config.mk <==
export PLATFORM = sky130hd
export DESIGN_NAME = UART
export DESIGN_NICKNAME = UART
export VERILOG_FILES = /design/flow/design.v
export SDC_FILE = /design/flow/constraint.sdc
export NUM_CORES = 4
export LEC_CHECK = 1
export CORE_UTILIZATION = 30
==> flow/constraint.sdc <==
current_design UART

set clk_period 4.9
set clk_io_pct 0.2

create_clock -name clk0 -period $clk_period [get_ports {clk}]

set non_clock_inputs [all_inputs -no_clocks]
set_input_delay [expr $clk_period * $clk_io_pct] -clock clk0 $non_clock_inputs
set_output_delay [expr $clk_period * $clk_io_pct] -clock clk0 [all_outputs]
==> results.py <==
# Synthesis and PnR figures
metrics = {
    "placed_design": {
        "dp.cells": 1107,
        "gp_congestion": 0.813,
        "dp_hpwl_um": 11100,
        "portBuffers": 18,
    },
    "critical_path": {
        "cp_slowest_cell": "dfxtp_1",
        "crit-reg2reg-capture": "TX_FIFO.memory[6][7]$_DFFE_PP_",
        "crit_type": "flop to output pin",
        "critical_path.max_stage_delay_ns": 0.74,
        "critPathMaxFanout": 15,
        "cp_data_arrival_time_ns": 3.24,
        "crit_path_start_kind": "flop",
        "ff2ff_path_depth": 7,
        "rr_startpoint": "TX_FIFO.read_ptr[1]$_SDFFE_PP0P_",
        "r2r_slack_ns": 1.76,
        "critPathCaptureType": "output pin",
        "crit_chain": "ha_1, nor3b_1, a211oi_1, o32ai_1, nand2_1, nand2_1, clkdlybuf4s50_1",
        "crit_top_cell": "nand2_1",
        "required_ns": 3.92,
    },
    "cts": {
        "htreeDepth": 1,
        "insertion_delay_ns": 0.51,
        "hold_buffers": 0,
        "clock_path_buffers": 3,
        "cts_resized": 0,
        "cts_buffers": 22,
        "cts_tree": "built",
        "cts.clk_slew.worst_paths_ns": 0.06,
        "cts_root_buf": "clkbuf_16",
        "postCtsSetupBuffers": 0,
        "cts_sinks": 216,
    },
    "yosys": {
        "topCellsByArea": "edfxtp_1 42%, dfxtp_1 19%, mux4_2 9.7%",
        "yosys.area.top_type": "edfxtp_1",
        "synth_cell_types": 64,
        "flop_cell": "edfxtp_1",
        "synth-edff-count": 129,
        "synthArstFlopShare_pct": 0,
        "top_area_share_pct": 41.6,
        "numSynthFlops": 216,
        "yosys_warnings": 4,
        "common_cells": "129 x edfxtp_1, 87 x dfxtp_1, 64 x nor2_1",
        "ys_seq_share_pct": 60.3,
        "synth.avg_cell_area_um2": 13.2,
        "synth-cells-yosys": 706,
        "top_cell": "edfxtp_1",
        "synth_cells": 706,
        "synth-area-yosys_mm2": 0.00931,
        "syn_area_mm2": 0.00931,
    },
    "timing": {
        "worst_pin_slew_ns": 0.856,
        "setup_tns_ns": 0,
        "max_slew_margin_pct": 42.4,
        "fin_skew_ns": 0.0158,
        "hold_violations": 0,
        "fin_crit_ns": 4.22,
        "period_used_pct": 86.2,
        "setup_viol": 0,
        "rsz0062_at_grt": "no",
        "fmax_mhz": 237,
        "slew_viol_final": 0,
    },
    "final_layout": {
        "seq_area_mm2": 0.00562,
        "final_cells": 1147,
        "area.growth.synth_to_final_pct": 14.6,
        "largest_reg_flops": 128,
        "drive_gt1_share_pct": 15.2,
        "regMostFlops": "TX_FIFO.memory",
        "logic_area_mm2": 0.00341,
        "fill_cells": 2945,
        "top_regs": "TX_FIFO.memory: 128 flops, i_uart_rx.cycle_counter: 9 flops, i_uart_tx.cycle_counter: 9 flops",
    },
    "floorplan": {
        "die-area_mm2": 0.0317,
        "die_w_um": 178,
        "initial_core_util_pct": 30.4,
        "num_rows": 64,
        "fp.coreArea_mm2": 0.0306,
        "die_y_um": 178,
        "io_pins": 26,
    },
    "worst_hold_path": {
        "min_to": "i_uart_rx.rxd_reg$_SDFF_PP1_",
        "hold_class": "flop to flop",
        "hold-path-cell-count": 1,
        "hold_path.startpoint": "i_uart_rx.rxd_reg_0$_SDFF_PP1_",
    },
    "pwr": {
        "irDropWorstVdd_uv": 284,
        "powerDensity_mw_per_mm2": 353,
        "power_mw": 3.77,
        "p_leak_nw": 3.50,
    },
    "flow_run": {
        "warning_count": 35,
        "drv_cap": 0,
    },
    "routing": {
        "drc_errors": 0,
        "antenna-diode-count": 0,
        "vias_per_cell": 4.75,
        "postRouteAntennaNets": 0,
        "firstDrtPassIters": 6,
        "routed_wl_um": 17200,
        "drtIter0Drc": 321,
        "wire_per_inst_um": 15.0,
        "via_count": 5443,
    },
    "global_route": {
        "grt_antenna_before_repair": 0,
        "grt_usage_pct": 11.9,
        "grt_overflow": 0,
        "grt_pass1_wl_um": 28700,
        "grt_pass1_vias": 5511,
        "grt_max_degree": 54,
    },
    "run_status": {
        "status": "completed",
    },
}
==> per-layer routing <==
layer	GRT usage, %	up-vias	wire [um]
met1	17.2	2613	7700
met2	18.4	133	8000
met3	3.98	21	1150
met5	0	-	0
met4	2.03	0	303
li1	-	2676	-
==> area by class of cell <==
class,count,share of cell area (%)
clock buffers,30,5.72
clock inverters,10,0.879
inverters,30,1.05
multi-input cells,426,32.0
flip-flops and latches,216,52.6
well taps,396,4.64
repair buffers,39,3.12
==> cells in the final DEF (no fill, tap or decap), types with 18 or more instances in the layout <==
cell type  instances
dfxtp_1           86
mux2i_1           22
nor2_1            64
nand2_1           37
a21oi_1           24
mux4_2            40
xnor2_1           25
inv_1             30
ha_1              18
edfxtp_1         129
nand3_1           22
buf_4             21
clkbuf_16         22
==> worst max-delay path, delay by kind of cell (launching register included) <==
kind                     cells  cell delay (ns)
flip-flops                   1             0.74
AND-OR/OR-AND                2             0.58
AND/OR/NAND/NOR              3             0.53
buffers and inverters        1             0.49
adder cells (fa/ha/maj)      1             0.41
==> cell families (layout without fill, tap and decap cells) <==
kind of cell             after synthesis  in the layout  synth area share, %
other                                  1              7               0.0403
AND-OR/OR-AND                         81             81                 5.89
adder cells (fa/ha/maj)               18             18                 2.42
multiplexers                          62             62                 12.0
XOR/XNOR                              41             41                 3.94
AND/OR/NAND/NOR                      217            217                 12.1
buffers and inverters                 70            109                 3.28
flip-flops                           216            216                 60.3
==> worst max path at each step <==
stage	from	end	slack, ns	cells past startpoint
4_1_cts	TX_FIFO.read_ptr[1]$_SDFFE_PP0P_	tx_fifo_full	0.67	7
5_1_grt	TX_FIFO.read_ptr[1]$_SDFFE_PP0P_	tx_fifo_full	0.43	7
6_report	TX_FIFO.read_ptr[1]$_SDFFE_PP0P_	tx_fifo_full	0.68	7
==> power by group <==
part | internal, mW | switching (mW) | total (mW)
registers | 1.96 | 0.0404 | 2.00
clock network | 0.933 | 0.689 | 1.62
logic | 0.0650 | 0.0772 | 0.142
==> stage by stage <==
stage	utilization, %	hold WS [ns]	worst slack, ns	instance area, um2
after global placement	32.6	0.393	1.36	9970
after floorplan	-	0.389	2.00	9330
after global routing	34.9	0.430	0.432	10700
final	34.9	0.406	0.676	10700
after CTS	34.9	0.410	0.672	10700
after detailed placement	32.6	0.396	1.32	9970
Power is estimated from default activity; no workload was simulated.
